==> design/flow/design.v <==
`timescale 1ns / 1ps
module sixtyup(clk,rst_n,sec1,sec0,sec2,sec3,sec4,sec5 
    );
	input clk;
	input rst_n;
	output [4-1:0] sec0;
	output [4-1:0] sec1;
	output [4-1:0] sec2;
	output [4-1:0] sec3;
	output [4-1:0] sec4;
	output [4-1:0] sec5;
	reg load_def_sec;
	wire cout_sec0,cout_sec1,cout_sec2,cout_sec3,cout_sec4;
	always@(*)
		if((sec1==4'b0101) && (sec0==4'b1001) && (sec3==4'b0101) && (sec2==4'b1001) && (sec4==4'b0011) && (sec5==4'b0010))
			load_def_sec=1'b1;
		else
			load_def_sec=1'b0;
	upcounter_dig0 dig0(
	.value(sec0),
	.carry(cout_sec0),
	.clk(clk),
	.rst_n(rst_n),
	.increase(1'b1),
	.load_def(load_def_sec),
	.def_value(4'b0000)
	);
	upcounter_dig1 dig1(
	.value(sec1),
	.carry(cout_sec1),
	.clk(clk),
	.rst_n(rst_n),
	.increase(cout_sec0),
	.load_def(load_def_sec),
	.def_value(4'b0000)
	);
	upcounter_dig2 dig2(
	.value(sec2),
	.carry(cout_sec2),
	.clk(clk),
	.rst_n(rst_n),
	.increase(cout_sec1),
	.load_def(load_def_sec),
	.def_value(4'b0000)
	);
	upcounter_dig3 dig3(
	.value(sec3),
	.carry(cout_sec3),
	.clk(clk),
	.rst_n(rst_n),
	.increase(cout_sec2),
	.load_def(load_def_sec),
	.def_value(4'b0000)
	);
	upcounter_dig4 dig4(
	.value(sec4),
	.carry(cout_sec4),
	.clk(clk),
	.rst_n(rst_n),
	.increase(cout_sec3),
	.load_def(load_def_sec),
	.def_value(4'b0000)
	);
	upcounter_dig5 dig5(
	.value(sec5),
	.carry(cout_sec5),
	.clk(clk),
	.rst_n(rst_n),
	.increase(cout_sec4),
	.load_def(load_def_sec),
	.def_value(4'b0000)
	);
endmodule
`timescale 1ns / 1ps
module upcounter_dig0(clk,rst_n,load_def,increase,def_value,value,carry
    );
	input clk;
	input rst_n;
	input load_def;
	input increase;
	input [4-1:0] def_value;
	output [4-1:0] value;
	output carry;
	reg [4-1:0] value;
	reg [4-1:0] value_tmp;
	reg carry;
	always@(*)
		if(increase==1'b0)
			value_tmp=value;
		else if(load_def==1'b1)
			value_tmp=def_value;
		else if((increase==1'b1) && (value==4'b1001))
			value_tmp=4'b0000;
		else
			value_tmp=value+4'b0001;
	always@(*)
		if((increase==1'b1) && (value==4'b1001))
			carry=1'b1;
		else
			carry=1'b0;
	always@(posedge clk or negedge rst_n)
		if(~rst_n)
			value<=def_value;
		else
			value<=value_tmp;
endmodule
`timescale 1ns / 1ps
module upcounter_dig1(clk,rst_n,load_def,increase,def_value,value,carry
    );
	input clk;
	input rst_n;
	input load_def;
	input increase;
	input [4-1:0] def_value;
	output [4-1:0] value;
	output carry;
	reg [4-1:0] value;
	reg [4-1:0] value_tmp;
	reg carry;
	always@(*)
		if(increase==1'b0)
			value_tmp=value;
		else if(load_def==1'b1)
			value_tmp=def_value;
		else if((increase==1'b1) && (value==4'b0101))
			value_tmp=4'b0000;
		else
			value_tmp=value+4'b0001;
	always@(*)
		if((increase==1'b1) && (value==4'b0101))
			carry=1'b1;
		else
			carry=1'b0;
	always@(posedge clk or negedge rst_n)
		if(~rst_n)
			value<=def_value;
		else
			value<=value_tmp;
endmodule
`timescale 1ns / 1ps
module upcounter_dig2(clk,rst_n,load_def,increase,def_value,value,carry
	);
	input clk;
	input rst_n;
	input load_def;
	input increase;
	input [4-1:0] def_value;
	output [4-1:0] value;
	output carry;
	reg [4-1:0] value;
	reg [4-1:0] value_tmp;
	reg carry;
	always@(*)
		if(increase==1'b0)
			value_tmp=value;
		else if(load_def==1'b1)
			value_tmp=def_value;
		else if((increase==1'b1) && (value==4'b1001))
			value_tmp=4'b0000;
		else
			value_tmp=value+4'b0001;
	always@(*)
		if((increase==1'b1) && (value==4'b1001))
			carry=1'b1;
		else
			carry=1'b0;
	always@(posedge clk or negedge rst_n)
		if(~rst_n)
			value<=def_value;
		else
			value<=value_tmp;
endmodule
`timescale 1ns / 1ps
module upcounter_dig3(clk,rst_n,load_def,increase,def_value,value,carry
    );
	input clk;
	input rst_n;
	input load_def;
	input increase;
	input [4-1:0] def_value;
	output [4-1:0] value;
	output carry;
	reg [4-1:0] value;
	reg [4-1:0] value_tmp;
	reg carry;
	always@(*)
		if(increase==1'b0)
			value_tmp=value;
		else if(load_def==1'b1)
			value_tmp=def_value;
		else if((increase==1'b1) && (value==4'b0101))
			value_tmp=4'b0000;
		else
			value_tmp=value+4'b0001;
	always@(*)
		if((increase==1'b1) && (value==4'b0101))
			carry=1'b1;
		else
			carry=1'b0;
	always@(posedge clk or negedge rst_n)
		if(~rst_n)
			value<=def_value;
		else
			value<=value_tmp;
endmodule
`timescale 1ns / 1ps
module upcounter_dig4(clk,rst_n,load_def,increase,def_value,value,carry
    );
	input clk;
	input rst_n;
	input load_def;
	input increase;
	input [4-1:0] def_value;
	output [4-1:0] value;
	output carry;
	reg [4-1:0] value;
	reg [4-1:0] value_tmp;
	reg carry;
	always@(*)
		if(increase==1'b0)
			value_tmp=value;
		else if(load_def==1'b1)
			value_tmp=def_value;
		else if((increase==1'b1) && (value==4'b1001))
			value_tmp=4'b0000;
		else
			value_tmp=value+4'b0001;
	always@(*)
		if((increase==1'b1) && (value==4'b1001))
			carry=1'b1;
		else
			carry=1'b0;
	always@(posedge clk or negedge rst_n)
		if(~rst_n)
			value<=def_value;
		else
			value<=value_tmp;
endmodule
`timescale 1ns / 1ps
module upcounter_dig5(clk,rst_n,load_def,increase,def_value,value,carry
    );
	input clk;
	input rst_n;
	input load_def;
	input increase;
	input [4-1:0] def_value;
	output [4-1:0] value;
	output carry;
	reg [4-1:0] value;
	reg [4-1:0] value_tmp;
	reg carry;
	always@(*)
		if(increase==1'b0 && load_def!=1'b1)
			value_tmp=value;
		else if(load_def==1'b1)
			value_tmp=def_value;
		else if((increase==1'b1) && (value==4'b1001))
			value_tmp=4'b0000;
		else
			value_tmp=value+4'b0001;
	always@(*)
		if((increase==1'b1) && (value==4'b1001))
			carry=1'b1;
		else
			carry=1'b0;
	always@(posedge clk or negedge rst_n)
		if(~rst_n)
			value<=def_value;
		else
			value<=value_tmp;
endmodule
==> design/flow/run.sh <==
#!/bin/bash
# OpenROAD 26Q1-2900-gdf79404cd8, Yosys 0.63+post, stock flow scripts
make -C /OpenROAD-flow-scripts/flow DESIGN_CONFIG=/design/flow/config.mk WORK_HOME=/design/flow/orfs finish
==> design/flow/config.mk <==
export PLATFORM = sky130hd
export DESIGN_NAME = sixtyup
export DESIGN_NICKNAME = sixtyup
export VERILOG_FILES = /design/flow/design.v
export SDC_FILE = /design/flow/constraint.sdc
export NUM_CORES = 4
export LEC_CHECK = 1
export CORE_AREA = 10 10 113 113
export DIE_AREA = 0 0 123 123
==> design/flow/constraint.sdc <==
current_design sixtyup

set clk_period 3.1
set clk_io_pct 0.2

create_clock -name clk0 -period $clk_period [get_ports {clk}]

set non_clock_inputs [all_inputs -no_clocks]
set_input_delay [expr $clk_period * $clk_io_pct] -clock clk0 $non_clock_inputs
set_output_delay [expr $clk_period * $clk_io_pct] -clock clk0 [all_outputs]
==> flow_summary.toml <==
# synthesis and place-and-route metrics
[synthesis]
fa_ha_area_share_pct = 11.70
synthCells = 136
top_logic_kind = "simple AND/OR/NAND/NOR gates"
mux_area_share_pct = 2.340
simple_gate_share_pct = 24.93
syn_avg_cell_area_um2 = 10.22
synthDistinctLibCells = 35
synth.yosys.warnings = 14
yosysTopAreaCellShare_pct = 43.20
ys_seq_share_pct = 43.20
top_cells_by_count = "24 x dfrtp_1, 18 x nand2_1, 15 x o21ai_0"
ys_async_sr_fraction_pct = 100.0
xor_area_share_pct = 1.890
ys_cells = 136
synth_chip_area_um2 = 1390
synthAoiAreaFrac_pct = 12.42
top_area_cell = "dfrtp_1"
synth_flops = 24
synth-edff-count = 0
topCellsByArea = "dfrtp_1 43%, ha_1 12%, o21ai_0 5.4%, nand2_1 4.9%, nand3b_4 2.9%"
synth.most_common_cell = "dfrtp_1"
ys_dominant_reg_cell = "dfrtp_1"
syn-cell-area_um2 = 1390

[grt]
grt_usage_pct = 4.280
overflow = 0
grt_first_pass_wirelength_um = 5209
grt_antenna_before_repair = 0
grt_max_degree = 25
grt_pass1_vias = 1036

[critical_path]
max_stage_delay_ns = 0.52
cp-start-kind = "register"
crit_cells = 1
critPathSlowestCell = "clkdlybuf4s50_1"
reg2reg_depth = 6
cp_cell_sequence = "clkdlybuf4s50_1"
crit_path_end_kind = "output pin"
path_buffers = 1
critPathKind = "reg -> out"
reg2reg_setup_slack_ns = 1.24
critPathTopFamily = "buffers and inverters"
crit_path_max_fanout = 7
critPathRequiredTime_ns = 2.48
r2r-end = "dig5.value[3]"
r2r-start = "dig0.value[1]"
arrival_ns = 1.26

[clock_tree]
post-cts-setup-buffers = 0
htree_levels = 1
clockBufferDepth = 2
ctsHoldBuffers = 0
cts_made_buffers = 3
numClockSinks = 24
cts_root_buf = "clkbuf_8"
cts_resized = 0
clkTransAtPathRegs_ns = 0.08
cts_tree = "done"
clk_latency_ns = 0.26

[final_layout]
final-comb-area_um2 = 740.7
drive_gt1_share_pct = 6.707
syn2layout_area_growth_pct = 32.94
fill_cells = 1136
regArea_um2 = 600.6
utilization_pct = 17.90
instances_no_fill = 300

[placed_design]
place_inst = 297
hpwlAfterDp_um = 2493
place_congestion = 0.7981
place_ws_ns = 1.262
io_buffers = 25

[die]
die_area_um2 = 15130
dieWidth_um = 123
chipHeight_um = 123
fp_util_pct = 13.47
core_area_um2 = 10320
rows = 37
top_level_ports = 26

[status]
status = "complete, no violations"

[detailed_routing]
wl_um = 3185
antennaDiodeCount = 0
wl_per_cell_um = 10.62
vias_per_cell = 3.487
drtIter0Drc = 39
ant_nets = 0
drc = 0
first_pass_iters = 4
vias = 1046

[hold_path]
hold_path.class = "reg -> reg"
holdCritStartpoint = "dig0.value[0]"
min_path_cells = 1
holdPathEnd = "dig0.value[0]"

[timing]
fin_skew_ns = 0.005950
layout_min_cycle_time_ns = 1.884
hold_violations = 0
setup_tns_ns = 0
finalClockPeriodUsage_pct = 60.79
fmax_mhz = 530.6
setup_violations = 0
rsz0062_at_grt = "no"
slew-limit-headroom_pct = 73.36
worst_slew_pin_slew_ns = 0.3941
worst_slack_ns = 1.216
final_max_slew_viol_count = 0

[run]
tool_warnings = 32
drv_cap = 0

[pwr]
power_density_nw_per_um2 = 271.6
leakagePower_nw = 0.7521
ir_drop_mv = 0.1378
## flip-flops by register name (all words and copies together), names as in the netlist
register    flops
dig2.value      4
dig1.value      4
dig5.value      4
dig3.value      4
dig4.value      4
dig0.value      4
## placed cells by master (no fill, tap or decap)
| cell | n |
|---|---|
| mux2i_1 | 1 |
| a21o_1 | 1 |
| dfrtp_1 | 24 |
| o21ai_0 | 15 |
| nand4_4 | 1 |
| and3b_1 | 4 |
| nand3b_1 | 4 |
| nand4_1 | 3 |
| or2b_1 | 1 |
| nor2b_1 | 1 |
| nor3_1 | 1 |
| or3_1 | 1 |
| a21oi_1 | 4 |
| a221oi_1 | 1 |
| buf_4 | 1 |
| and2_1 | 1 |
| and3_1 | 1 |
| o2bb2ai_1 | 2 |
| clkbuf_8 | 3 |
| mux2_2 | 1 |
| or2_1 | 1 |
| nand3b_4 | 2 |
| nor2_1 | 6 |
| nand2_1 | 18 |
| nand3_1 | 3 |
| ha_1 | 13 |
| xnor2_1 | 3 |
| nor4b_1 | 1 |
| nor3_4 | 1 |
| nand3_2 | 2 |
| a21boi_1 | 1 |
| inv_1 | 10 |
| nor3b_1 | 1 |
| clkdlybuf4s50_1 | 25 |
| o31ai_1 | 4 |
| mux2_1 | 1 |
| o22ai_1 | 1 |
## how the worst max path moves through the flow
stage,end,startpoint
4_1_cts,sec1[2],dig1.value[2]
5_1_grt,sec5[0],dig5.value[0]
6_report,sec5[0],dig5.value[0]
## cells by family after synthesis
logic type,Yosys count
and+or+nand+nor,53
AOI/OAI and AO/OA,29
DFF,24
adders and majority gates,13
buffers and inverters,11
xor gates and xnor gates,3
muxes,3
## per-stage QoR
step	power, mW	cell area [µm²]	hold WS, ns
2_1_floorplan	0.3191	1390	0.3244
3_3_place_gp	0.3278	1807	0.5061
3_5_place_dp	0.3277	1807	0.5146
4_1_cts	0.5136	1848	0.5267
5_1_grt	0.5300	1848	0.5616
6_report	0.5019	1848	0.5267
## routing by layer
| metal | track usage [%] | part of all wire [%] | wire, µm |
|---|---|---|---|
| met3 | 1.341 | 4.8 | 152 |
| met4 | 0.2183 | 0.44 | 14 |
| met2 | 6.426 | 41 | 1310 |
| met5 | 0 | 0 | 0 |
| met1 | 6.229 | 54 | 1709 |
## cell type report
type                            count  area share [%]
Inverter                           10           2.031
Clock buffer                        3           2.234
Timing Repair Buffer               26           13.95
Tap cell                          136           9.208
Multi-Input combinational cell    101           40.08
Sequential cell                    24           32.50
## power by group
| part | internal [mW] | switching [mW] |
|---|---|---|
| clock network | 0.0868 | 0.0942 |
| registers | 0.313 | 0 |
| logic | 0.00192 | 0.00632 |
| total | 0.401 | 0.101 |
No activity file was given, so power comes from the tool's default toggle rates.
